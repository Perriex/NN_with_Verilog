`./config.mk`:
```
export PLATFORM = sky130hd
export DESIGN_NAME = Mulitplier
export DESIGN_NICKNAME = Mulitplier
export VERILOG_FILES = /design/flow/design.v
export SDC_FILE = /design/flow/constraint.sdc
export NUM_CORES = 4
export LEC_CHECK = 1
export CORE_UTILIZATION = 50
```
`./constraint.sdc`:
```
current_design Mulitplier

set clk_period 14.0
set clk_io_pct 0.2

create_clock -name clk0 -period $clk_period

set non_clock_inputs [all_inputs -no_clocks]
set_input_delay [expr $clk_period * $clk_io_pct] -clock clk0 $non_clock_inputs
set_output_delay [expr $clk_period * $clk_io_pct] -clock clk0 [all_outputs]
```
`./design.v`:
```
`timescale 1ns/1ns
module Mulitplier( a, b, out);
    parameter size = 16;
    input [size-1:0] a, b;
    output [(size<<1)-1:0] out;
    wire [14:0] mult = a[size-2:0] * b[size-2:0]   ;
    assign out = { a[size-1] ^ b[size-1], mult};
endmodule
```
`./run.sh`:
```
#!/bin/bash
# OpenROAD 26Q1-2900-gdf79404cd8, Yosys 0.63+post, stock flow scripts
make -C /OpenROAD-flow-scripts/flow DESIGN_CONFIG=/design/flow/config.mk WORK_HOME=/design/flow/orfs finish
```
==> notes.org <==
* Flow results

** Status
- Result of the run :: complete, no violations

** Power
- Leakage power of the design :: 2.09 nW
- The script computed the net switching share of total power as 42.5%.
- Switching power summed over all nets :: 0.364 mW
- Total power normalized to cell area comes to 208 nW/um2.
- Clock network fraction of total power :: 0%
- Internal power comes to 0.492 mW.
- Sequential cells account for 0% of the total power.
- Looking at the VDD voltage map, the peak drop is 0.124 mV.
- Combinational fraction of design power :: 100.0%

** Finish
- Once layout is complete, the cells apart from fillers number 559.
- Leaving out fill and tap cells, the most frequent cell in the layout is sky130_fd_sc_hd__inv_1.
- Registers take 0 um2.
- Relative to the synthesized area, the layout overhead comes to 13.5%.
- The finished layout reports a core utilization of 59.7%.
- Layout cells sized above 1 :: 1.73%
- Sequential cells placed in the final layout were counted as 0.
- The final layout report lists a clock buffer count of 0.
- In the layout the commonest cells are sky130_fd_sc_hd__inv_1, sky130_fd_sc_hd__and2_1, sky130_fd_sc_hd__fa_1.

** Critical path
- Per the post-run analysis, buffers plus inverters along the critical path come to 7.
- At the worst endpoint, the required time is 11.20 ns.
- Delay of the slowest cell on the worst path :: 0.70 ns
- STA lists the maximum fanout along the critical path as 11.
- For the worst setup path, the data arrival time is 8.69 ns.
- Grouping stages by cell kind, the critical path spends the most delay in adder cells.
- The worst setup path is launched from an input port.
- Worst Setup Path Type :: in2out
- Crit path top cell by count :: sky130_fd_sc_hd__inv_1
- Cell chain of the critical path :: clkdlybuf4s50_1, and2_1, fa_1, inv_1, fa_1, inv_1, ha_1, ha_1, inv_1, fa_1, fa_1, inv_1, ha_1, inv_1, nor2_1, a311oi_1, o2bb2ai_1, o21ai_0, xnor2_1, clkdlybuf4s50_1
- STA classifies the critical path endpoint as an output pin.
- The slowest stage of the critical path belongs to the cell sky130_fd_sc_hd__clkdlybuf4s50_1.

** Yosys
- Sequential cell area fraction in the yosys report :: 0%
- In this run, the synthesized area fraction spent on AND-OR/OR-AND gates is recorded as 3.44%.
- The netlist uses 34 different library cells.
- Dividing the synthesized area by the synthesized cell count gives 8.50 um2.
- Per the synthesis report, the XOR/XNOR share of the synthesized area is 9.67%.
- Post-synthesis share of cell area spent on full adders, half adders and majority gates :: 51.9%
- The synth_stat.txt file lists the number of cells as 428.
- Synthesis warning total :: 0
- For reference, simple AND, OR, NAND and NOR cells occupy 20.1% of the area reported after synthesis.
- Biggest combinational cell group after synthesis :: adder cells
- In the synthesis report, Yosys lists the chip area as 3640 um2.
- Instance tally after logic synthesis :: 428
- Multiplexer share of the synthesized area :: 0%
- Summing every instance area after synthesis gives 3640 um2.

** Floorplanning
- The initial utilization of the core area, before any placement, comes to 52.7%.
- In this run the standard cell core region covers 6910 um2.
- Die Width :: 87.3 um
- According to the I/O placement log, the pin count is 64.
- Total die size :: 7620 um2
- The report lists the number of standard-cell rows as 30.
- The floorplan step set the die height to 87.3 um.

** Final timing
- The worst pin sits at a relative slew slack of 60.8%.
- Slew @ Worst Pin :: 0.584 ns
- FMAX :: 87.0 MHz
- Final Hold Fails :: 0
- OpenROAD reports that the post-layout worst path occupies 82.1% of the period.
- Setup violations remaining at the end of the flow were counted as 0.
- Setup repair after global routing missed its margin :: no
- Adding up every negative setup slack in the final design gives 0 ns.
- Pins Over Slew Limit :: 0
- The clock period could shrink to 11.49 ns.

** Drt
- DR WL/cell :: 13.6 um
- The routed design has 7580 um of wire.
- Once detail routing completed, the nets flagged for antenna violations numbered 0.
- Per the detail_route report, vias per standard cell equal 4.71.
- For this run, the script counts the antenna cells in the layout as 0.
- The detailed router placed 2633 vias in this run.
- Number of design-rule violations left by the first detailed-router iteration :: 29
- In the routed design, unresolved DRC markers number 0.
- For this run, the detailed router's first-pass iteration total came to 4.

** GRT
- Remaining global-route overflow :: 0
- The number of global-route vias before repair is 2629.
- The first global-routing pass estimated 13000 um of wire.
- Antenna violations before repair :: 0
- The global routing report lists combined usage of all routing layers as 23.8%.
- Largest net degree at the start of global routing :: 16

** Clocking
- The number of hold buffers added after CTS was 0.
- Number of gates resized after CTS :: 0
- Number of buffers inserted by post-CTS setup repair :: 0

** Place
- After detailed placement, the design holds a cell count of 559.
- Detailed Place HPWL :: 6210 um
- Placer Congestion :: 0.903
- # port buffers :: 48

** Job
- Summing over the stages, the warning tally comes to 33.
- Number of max-capacitance violations reported :: 0

** Hold path
- In this run the worst hold path is classified as in2out.
-- Yosys cell counts (4+ instances only) --
cell type | number | share of area, %
sky130_fd_sc_hd__a21oi_1 | 4 | 0.55
sky130_fd_sc_hd__and2_1 | 73 | 13
sky130_fd_sc_hd__buf_4 | 16 | 3.3
sky130_fd_sc_hd__clkbuf_1 | 10 | 1.0
sky130_fd_sc_hd__fa_1 | 68 | 37
sky130_fd_sc_hd__ha_1 | 42 | 14
sky130_fd_sc_hd__inv_1 | 99 | 10
sky130_fd_sc_hd__nand2_1 | 47 | 4.9
sky130_fd_sc_hd__nor2_1 | 5 | 0.52
sky130_fd_sc_hd__xnor2_1 | 23 | 5.5
sky130_fd_sc_hd__xor2_1 | 9 | 2.2
-- kinds of logic (layout without fill, tap and decap cells) --
group / after synthesis / in the layout
AND-OR/OR-AND: 17 / 17
adder cells (fa/ha/maj): 110 / 110
other: 1 / 16
AND/OR/NAND/NOR: 137 / 137
XOR/XNOR: 36 / 36
buffers and inverters: 127 / 147
-- metrics by stage --
step	setup slack [ns]	power (mW)	cell area [um2]	hold slack (ns)
2_1_floorplan	3.94	0.548	3690	5.63
3_3_place_gp	2.55	0.868	4130	6.52
3_5_place_dp	2.50	0.868	4130	6.52
4_1_cts	2.48	0.875	4130	6.52
5_1_grt	2.20	0.986	4130	6.56
6_report	2.51	0.856	4130	6.51
-- power groups by stage --
stage     Sequential [mW]  Combinational, mW  Clock (mW)
4_1_cts                 0              0.875           0
5_1_grt                 0              0.986           0
6_report                0              0.856           0
-- layout make-up --
type                       count  area, um2
multi-input combinational    316       3150
fill                         643       2780
tap                           96        120
timing repair buffer          48        480
inverter                      99        372
-- path summary, 6_finish.rpt --
check	cells after the start	start	slack (ns)	to
setup / recovery	20	a[4]	2.51	out[14]
hold / removal	3	b[15]	6.51	out[15]
-- metal layers --
metal  track usage, %  routed length [um]  part of all wire, %  up-vias
li1                 -                   -                    -     1292
met5                0                   0                    0        -
met2             35.4                3330                   44       87
met3             6.73                 582                  7.7        4
met1             38.4                3610                   48     1250
met4             1.49                  51                 0.67        0
Power is estimated from default activity; no workload was simulated.
