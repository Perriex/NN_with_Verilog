<file path="/design/flow/run.sh">
#!/bin/bash
# OpenROAD 26Q1-2900-gdf79404cd8, Yosys 0.63+post, stock flow scripts
make -C /OpenROAD-flow-scripts/flow DESIGN_CONFIG=/design/flow/config.mk WORK_HOME=/design/flow/orfs finish
</file>
<file path="/design/flow/config.mk">
export PLATFORM = sky130hd
export DESIGN_NAME = SinglePortMemory
export DESIGN_NICKNAME = SinglePortMemory
export VERILOG_FILES = /design/flow/design.v
export SDC_FILE = /design/flow/constraint.sdc
export NUM_CORES = 4
export LEC_CHECK = 1
export CORE_UTILIZATION = 50
</file>
<file path="/design/flow/constraint.sdc">
current_design SinglePortMemory

set clk_period 1.8
set clk_io_pct 0.2

create_clock -name clk0 -period $clk_period [get_ports {clk}]

set non_clock_inputs [all_inputs -no_clocks]
set_input_delay [expr $clk_period * $clk_io_pct] -clock clk0 $non_clock_inputs
set_output_delay [expr $clk_period * $clk_io_pct] -clock clk0 [all_outputs]
</file>
<file path="/design/flow/design.v">
module SinglePortMemory (clk, we, addr, writedata, readdata);
    parameter wordsize = 8;
    parameter addrsize = 4;
    input clk, we;
    input [wordsize-1:0] writedata;
    input [addrsize-1:0] addr;
    output[wordsize-1:0] readdata;
    reg [wordsize-1:0] memory[2**addrsize-1:0];
    always @(posedge clk) begin
        if(we)
            memory[addr] <= writedata;
    end
    assign readdata = memory[addr];
endmodule
</file>
==> out/writeup.txt <==
The setup TNS after final layout was -2.37 ns. For this run, the final setup violation count is recorded as 8. Post-synth area from yosys stat: 4910 sq um.

During placement, the flow inserted port buffers numbering 21. The area share of the largest cell type after synthesis works out to 0.783. According to the timing report, the data required time at the worst endpoint equals 1.44 ns.

Once iteration 0 of detailed routing completed, the report listed 93 DRC markers. The top flip-flop cell by instance count after synthesis was sky130_fd_sc_hd__edfxtp_1. The run finished, with violations left. Detailed routing inserted a total of 2355 vias.

Derived from the worst setup path, the maximum achievable clock frequency is 0.471 GHz. After detailed routing, the number of remaining DRC violations is 0. Most popular library cell in the synthesized design by count: sky130_fd_sc_hd__edfxtp_1.

The power density relative to cell area came out at 1180 nW/um^2. The fraction of the mapped netlist area in adder cells was 0; the detailed-placement wirelength estimate was 6.14 mm. The sequential element share of the synthesized area was 0.783. The final reports fail on setup timing. The logs give 2731 for the number of global-route vias before repair and 0.615 for the worst slew margin relative to its limit. The finished cells cover 6210 sq um. The run gives 2.06 nW as the leakage power summed over all cells.

The largest registers in the layout are memory: 128 flops. For the total cells reported by yosys after synthesis, the log shows 222. The share of the cycle needed by the critical path after routing works out to 1.18. The pin count of the biggest net entering global routing is 17.

The first global-routing pass estimated 15.1 mm of wire. Number of levels in the clock H-tree: 4. The tools report the worst-case setup slack after placement as -0.818 ns. The sort of element at the start of the critical path was a flip-flop. CTS placed an instance of sky130_fd_sc_hd__clkbuf_8 at the clock tree root.

The origin of the worst min-delay path was addr[0]. The tools report the total CTS buffers as 17. The largest total area in the synthesized netlist belongs to sky130_fd_sc_hd__edfxtp_1.

The run gives 1 for the synthesis warning total. The area growth from synthesis to layout is 26.5%. The destination of the worst hold path is memory[4][3]$_DFFE_PP_.

The delay of the slowest critical-path stage works out to 0.48 ns. The main area contributors are sky130_fd_sc_hd__edfxtp_1 (78%), sky130_fd_sc_hd__mux4_2 (15%), sky130_fd_sc_hd__a22oi_1 (2.4%). The tools report the post-route worst setup slack as -0.321 ns. The flip-flop and latch count after synthesis is 128. The die extent in x was 101 microns. Among the non-sequential cells, multiplexers take the most area.

Counting instances in the post-synthesis netlist gives the leading cell types as sky130_fd_sc_hd__edfxtp_1 (128), sky130_fd_sc_hd__mux4_2 (32), sky130_fd_sc_hd__a22oi_1 (16), sky130_fd_sc_hd__nor2_1 (13), sky130_fd_sc_hd__nand2_1 (9). The register with the most flip-flops in the layout has 128 of them. The total setup buffers inserted after CTS was 0.

For this run, the detailed router's first-pass iteration total came to 4. The run gives 0.147 for the mux share of post-synthesis cell area. The largest fanout of any net on the critical path was 1.

Per the post-CTS timing run, clock transition at the registers of the reported paths is 0.06 ns. Ranked by flip-flop count, first place goes to memory. The routed design shows a via density per instance of 5.54. The final timing report lists a hold violation count of 0. After synthesis, the netlist uses 17 different library cells.

The number of warnings reported in the stage logs is 27. The worst setup path is of the reg2out kind. On the critical path the largest part of the delay comes from multiplexers. Among all stages on the critical path, the largest delay is contributed by sky130_fd_sc_hd__mux4_2.

Count of antenna-violating nets left after detailed routing: 0. For the total wire length, the log shows 9.40 mm. The transition time at the pin with the least slew margin is 0.576 ns.

Note that the worst hold path type here is in2reg. After layout, the minimum clock period comes to 2.12 ns. Synthesis handed over a netlist of 222 instances. TritonRoute output was used to compute an average wire per cell of 22.1 microns.

Recorded from the global router log, the overflow total was 0. Dividing the synthesized area by the synthesized cell count gives 22.1 sq um. The I/O pin count was 22; the AND-OR/OR-AND share of the synthesized area was 0.0245.

The number of antenna violations at the first check in global routing was 0; the number of synthesized flops with an enable pin was 128. The run gives 0 for the fraction of registers with async set/reset. TritonCTS built the clock tree. The tools report the number of rows created at floorplan as 35. The run gives 9370 sq um as the area of the placeable core. For reference, the final report shows the max-slew violation count at 0.

The run reported a max-capacitance violation count of 0. The logs give 0.235 for the global routing usage summed across all routing layers and 0 for the number of buffers inserted for hold repair after clock tree synthesis. The CTS log lists the clock sinks for this run as 128.

According to the timing report, the arrival time at the worst endpoint equals 1.76 ns. The synthesized netlist occupies a cell area of 4910 sq um. From bottom edge to top edge, the die measures 101 microns.

Nature of the critical path endpoint: a primary output. Setup repair after global routing could not meet its margin everywhere. The synthesized-area fraction occupied by and/or/nand/nor cells is 0.0331, and the peak supply drop is 0.000904 V. Listed in order, past its start point the critical path passes mux4_2, a22oi_2, nand2_1, buf_2.

Fraction of final layout cells with drive strength greater than 1: 0.409. The share of the synthesized netlist area taken by xor and xnor gates was 0; the total buffers and inverters traversed by the critical path was 1. The core utilization at floorplan was 0.524; the hold-critical path depth was 3. In this run the full chip footprint comes out at 10200 sq um. The run gives 2 as the worst-case clock buffer depth.

The number of antenna diodes in the final layout is 0. The placed instances occupy a cell area of 5500 sq um. After its last routability iteration, the placer logged a weighted congestion of 0.831.
[power by group]
part	switching [mW]	internal [mW]	total (mW)
Clock	1.18	2.39	3.56
Combinational	0.197	0.193	0.390
Sequential	0.0140	3.34	3.36
[cell families (layout without fill, tap and decap cells)]
logic type | Yosys count | count (layout)
buffers and inverters | 11 | 85
muxes | 32 | 32
DFF | 128 | 128
and+or+nand+nor | 35 | 35
AOI/OAI and AO/OA | 16 | 16
[placed cells by master (no fill, tap or decap), drive strengths merged]
cell type,count
mux4,32
clkdlybuf4s50,10
dlygate4sd2,1
inv,2
bufbuf,1
clkinv,5
nor3,4
buf,40
a22oi,16
or3b,1
nor2,13
nand3,1
and2,1
nor2b,2
clkinvlp,2
clkdlybuf4s15,1
nand2,9
edfxtp,128
nand3b,2
clkbuf,18
nand2b,2
bufinv,5
[per-layer routing]
layer,vias to the layer above,share of wire,global-route usage
li1,1060,-,-
met3,11,0.11,0.127
met4,0,0.015,0.0301
met1,1167,0.39,0.371
met5,-,0,0
met2,117,0.48,0.343
[worst max path at each step]
| stage | start | endpoint | cells past startpoint |
|---|---|---|---|
| final | memory[8][7]$_DFFE_PP_ | readdata[7] | 4 |
| after global routing | memory[11][7]$_DFFE_PP_ | readdata[7] | 4 |
| after CTS | memory[15][7]$_DFFE_PP_ | readdata[7] | 4 |
[repair_timing]
item / CTS / global route
pin swaps: 19 / 1
setup endpoints to repair: 8 / 8
resized: 46 / 1
cloned: 1 / 0
[cell type report]
class	instances	area (sq um)
multi-input combinational	83	1090
timing repair buffer	53	484
tap	129	161
clock inverter	14	213
clock buffer	18	418
sequential	128	3840
fill	612	3160
[metrics by stage]
stage,hold WS (ns),utilization,total power [mW],instances
after floorplan,0.459,-,3.59,222
after global placement,1.03,0.587,3.78,392
after detailed placement,1.04,0.587,3.80,392
after CTS,0.540,0.662,7.36,425
after global routing,0.550,0.662,7.54,425
final,0.539,0.662,7.31,425
Power figures rest on the tool's default switching activity, not on a simulated workload.
