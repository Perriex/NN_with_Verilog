==> design/flow/design.v <==
`timescale 1ns/1ns
module Adder(
     a, b, 
	 out    
   );
    parameter size = 16;
    input signed[size-1:0] a, b;
    output reg[size-1:0] out;
	always @(*)begin
		out = a + b ;
	end
endmodule
==> design/flow/run.sh <==
#!/bin/bash
# OpenROAD 26Q1-2900-gdf79404cd8, Yosys 0.63+post, stock flow scripts
make -C /OpenROAD-flow-scripts/flow DESIGN_CONFIG=/design/flow/config.mk WORK_HOME=/design/flow/orfs finish
==> design/flow/config.mk <==
export PLATFORM = sky130hd
export DESIGN_NAME = Adder
export DESIGN_NICKNAME = Adder
export VERILOG_FILES = /design/flow/design.v
export SDC_FILE = /design/flow/constraint.sdc
export NUM_CORES = 4
export LEC_CHECK = 1
export CORE_AREA = 10 10 70 70
export DIE_AREA = 0 0 80 80
==> design/flow/constraint.sdc <==
current_design Adder

set clk_period 13.2
set clk_io_pct 0.2

create_clock -name clk0 -period $clk_period

set non_clock_inputs [all_inputs -no_clocks]
set_input_delay [expr $clk_period * $clk_io_pct] -clock clk0 $non_clock_inputs
set_output_delay [expr $clk_period * $clk_io_pct] -clock clk0 [all_outputs]
==> impl_metrics.py <==
# Metrics from the implementation run
metrics = {
    "outcome": {
        "status": "completed",
    },
    "logic_synthesis": {
        "topCellsByArea": "ha_1 (26%), xnor2_1 (12%), a21oi_1 (12%)",
        "top_cell_area_share": 0.2591,
        "top_area_cell": "ha_1",
        "ys.warnings.count": 1,
        "logic_family": "AND-OR/OR-AND gates",
        "netlist_area_um2": 724.4,
        "synthCells": 98,
        "yosys.area_share.adder": 0.2867,
        "yosysUniqueCellTypes": 27,
        "syn_avg_cell_area_um2": 7.392,
        "ys_sh_mux": 0.01382,
        "synth-xor-area-share": 0.1813,
        "yosysChipArea_um2": 724.4,
        "ys_sh_aoi": 0.3523,
        "ys_seq_share": 0,
        "synth_stat.cells": 98,
        "ys_sh_simple": 0.1503,
    },
    "pwr": {
        "power_density_nw_per_um2": 50.32,
        "ir_worst_vdd_mv": 0.01338,
        "p_comb_frac": 1.000,
        "p_int_uw": 40.38,
        "leakage_uw": 0.0005007,
        "p_seq_frac": 0,
        "p_sw_uw": 23.15,
        "switching_share": 0.3644,
        "clock_power_share": 0,
    },
    "placement": {
        "place.gp.congestion": 0.8504,
        "post-dp-hpwl_mm": 2.211,
        "dp_slack_ns": 5.234,
        "placed_cells": 192,
        "io_buffers": 48,
    },
    "setup_path": {
        "path_class": "in -> out",
        "end_kind": "output pin",
        "cp_common_cell": "clkdlybuf4s50_1",
        "crit_path_start_kind": "input port",
        "cp_max_fo": 3,
        "cp_data_arrival_time_ns": 5.30,
        "crit_chain": "clkdlybuf4s50_1 > ha_1 > fa_1 > a21o_2 > a311oi_2 > nor3_1 > o41ai_2 > xnor2_1 > clkdlybuf4s50_1",
        "cp_data_required_time_ns": 10.56,
        "slowest_delay_ns": 0.49,
        "critPathSlowestCell": "clkdlybuf4s50_1",
    },
    "detailed_routing": {
        "diodes": 0,
        "routedWlPerCell_um": 12.51,
        "first_pass_iters": 6,
        "ant_nets": 0,
        "wirelength_mm": 2.402,
        "route.detailed.drc": 0,
        "drtIter0Drc": 29,
        "num_vias": 889,
        "avgViaCountPerCell": 4.630,
    },
    "die": {
        "fp.dieW_um": 80,
        "num_io_pins": 48,
        "core_util_floorplan": 0.2121,
        "core_um2": 3416,
        "die_h_um": 80,
        "die-area_um2": 6400,
        "rows": 21,
    },
    "finish": {
        "final_layout_size_suffix_gt1_frac": 0.02740,
        "flop-count": 0,
        "clock_buffers": 0,
        "seq_area_um2": 0,
        "stdcell_count": 192,
        "area_growth_pct": 74.27,
    },
    "cts": {
        "post_cts_resized": 0,
        "cts_setup_buffers": 0,
        "hold_buffers": 0,
    },
    "global_route": {
        "grt_busiest_layer": "met2",
        "globalRouteMet3Util": 0.01477,
        "grt_max_degree": 7,
        "gr-usage-met1": 0.1046,
        "grt_usage": 0.07516,
        "gr-total-overflow": 0,
        "globalRouteMet2Util": 0.1236,
        "grt_pass1_vias": 930,
        "antenna_found_initial": 0,
        "grt_pass1_wl_mm": 4.126,
    },
    "timing": {
        "tightest_slew_ns": 0.4199,
        "relSlewSlack": 0.7171,
        "slew_violations": 0,
        "finalClockPeriodUsage": 0.6014,
        "fin_ws_ns": 5.261,
        "finalCriticalPeriod_ns": 7.939,
        "rsz0062_at_grt": "no",
        "fmax_mhz": 126.0,
        "hold_viol_final": 0,
        "setup_tns_ns": 0,
        "setup_viol": 0,
    },
    "flow_run": {
        "warnings": 32,
        "drv_cap": 0,
    },
    "worst_hold_path": {
        "hold_start": "b[0]",
        "hold_end": "out[0]",
        "hold_depth": 3,
        "hold_path_class": "in -> out",
    },
}
## layout by cell type (no fill, tap or decap), drive strengths merged, types with 2 or more instances in the layout
master	count
a21oi	17
o211ai	3
o21ai	8
xnor2	10
nor3	3
nand2	9
o21bai	2
xor2	5
ha	15
nor2b	2
a311oi	2
nor2	2
clkdlybuf4s50	48
nand3	4
inv	3
a21o	3
## layout make-up
class	instances	area, µm²
multi-input combinational	95	713.2
fill	356	2153
tap	46	57.56
timing repair buffer	48	480.5
inverter	3	11.26
## synth_stat cells (2+ instances only)
cell type / count
xnor2_1: 10
inv_1: 3
nor2_1: 2
xor2_1: 5
nor2b_1: 2
ha_1: 15
o21ai_0: 8
a21oi_1: 17
a21o_1: 2
nor3_1: 3
o21bai_1: 2
o211ai_1: 3
nand3_1: 4
nand2_1: 9
## stage by stage
stage / utilization / area [µm²] / hold slack [ns] / total power [µW]
after global placement: 0.3696 / 1262 / 6.319 / 64.43
final: 0.3696 / 1262 / 6.308 / 63.53
after detailed placement: 0.3696 / 1262 / 6.314 / 64.56
after global routing: 0.3696 / 1262 / 6.366 / 71.59
after CTS: 0.3696 / 1262 / 6.318 / 65.01
after floorplan: - / 724.4 / 5.352 / 28.44
## worst max-delay path, delay by kind of cell
kind	cells	cell delay (ns)
AND-OR/OR-AND	3	0.85
XOR/XNOR	1	0.16
adder cells (fa/ha/maj)	2	0.62
buffers and inverters	2	0.89
AND/OR/NAND/NOR	1	0.14
## cells by family (layout without fill, tap and decap cells)
group | count (synthesis) | count (layout)
multiplexers | 1 | 1
buffers and inverters | 3 | 51
adder cells (fa/ha/maj) | 16 | 16
AND-OR/OR-AND | 40 | 40
AND/OR/NAND/NOR | 23 | 23
XOR/XNOR | 15 | 15
## routing by layer
layer  vias to the layer above  part of all wire
li1                        468                 -
met1                       392              0.48
met2                        29              0.45
met3                         0             0.076
met4                         0                 0
met5                         -                 0
## power groups by stage
stage | Combinational, µW | Clock [µW] | Sequential [µW]
4_1_cts | 65.0 | 0 | 0
6_report | 63.5 | 0 | 0
5_1_grt | 71.6 | 0 | 0
## worst max path at each step
stage / from / endpoint / slack, ns / depth (start not counted)
finish: a[0] / out[12] / 5.26 / 9
global route: a[0] / out[10] / 5.07 / 9
CTS: a[0] / out[14] / 5.23 / 9
Power and IR drop assume default switching activity.
